$ cat flow/config.mk
export PLATFORM = sky130hd
export DESIGN_NAME = i2c_top
export DESIGN_NICKNAME = i2c_top
export VERILOG_FILES = /design/flow/design.v
export SDC_FILE = /design/flow/constraint.sdc
export NUM_CORES = 4
export LEC_CHECK = 1
export CORE_UTILIZATION = 50
$ cat flow/design.v
module i2c_controller(
    input wire clk,
    input wire rst,
    input wire [6:0] addr,
    input wire [7:0] data_in,
    input wire enable,
    input wire rw,  
    output reg [7:0] data_out,  
    inout wire i2c_sda,
    inout wire i2c_scl
);
    localparam IDLE = 0;
    localparam START = 1;
    localparam ADDRESS = 2;
    localparam ACK = 3;
    localparam DATA = 4;
    localparam READ_DATA = 5;  
    localparam WAIT_ACK_DATA = 6;
    localparam STOP = 7;
    reg [2:0] state;
    reg [7:0] shift_reg;
    reg [3:0] bit_counter;
    reg scl_out, sda_out, sda_oe;
    reg scl_enable;
    assign i2c_sda = sda_oe ? sda_out : 1'bz;  
    assign i2c_scl = scl_enable ? scl_out : 1'b1;
    always @(posedge clk or posedge rst) begin
        if (rst) begin
            scl_out <= 1;
            scl_enable <= 0;
        end else begin
            if (state != IDLE) scl_enable <= 1;  
            else scl_enable <= 0;
            scl_out <= ~scl_out;  
        end
    end
    always @(posedge clk or posedge rst) begin
        if (rst) begin
            state <= IDLE;
            sda_out <= 1;  
            sda_oe <= 1;   
            bit_counter <= 0;
            data_out <= 8'd0;  
        end else begin
            case (state)
                IDLE: begin
                    scl_out <= 1;  
                    sda_out <= 1;  
                    sda_oe <= 1;   
                    if (enable) begin
                        state <= START;  
                    end
                end
                START: begin
                    sda_out <= 0;  
                    sda_oe <= 1;  
                    if (scl_out) begin
                        state <= ADDRESS;  
                        shift_reg <= {addr, rw};  
                        bit_counter <= 7;
                    end
                end
                ADDRESS: begin
                    if (!scl_out) begin
                        sda_out <= shift_reg[bit_counter];  
                        sda_oe <= 1;  
                        if (bit_counter == 0) state <= ACK;  
                        else bit_counter <= bit_counter - 1;
                    end
                end
                ACK: begin
                    sda_oe <= 0;  
                    if (!i2c_sda) begin  
                        bit_counter <= 7;
                        if (rw == 0) begin
                            shift_reg <= data_in;  
                            state <= DATA;
                        end else begin
                            state <= READ_DATA;  
                        end
                    end else begin
                        state <= STOP;  
                    end
                end
                DATA: begin
                    if (!scl_out) begin
                        sda_out <= shift_reg[bit_counter];  
                        sda_oe <= 1;  
                        if (bit_counter == 0) state <= WAIT_ACK_DATA;
                        else bit_counter <= bit_counter - 1;
                    end
                end
                READ_DATA: begin
                    if (scl_out) begin  
                        shift_reg[bit_counter] <= i2c_sda;  
                        if (bit_counter == 0) begin
                            data_out <= shift_reg;  
                            state <= WAIT_ACK_DATA;  
                        end else begin
                            bit_counter <= bit_counter - 1;  
                        end
                    end
                end
                WAIT_ACK_DATA: begin
                    sda_out <= 0;  
                    sda_oe <= 1;   
                    if (!scl_out) begin  
                        state <= STOP;  
                    end
                end
                STOP: begin
                    scl_out <= 1;  
                    sda_out <= 1;  
                    sda_oe <= 1;  
                    if (!enable) begin
                        state <= IDLE;  
                    end
                end
            endcase
        end
    end
endmodule
module i2c_registers(
    input wire clk,
    input wire rst,
    input wire mem_valid,
    input wire [31:0] mem_addr,
    input wire [31:0] mem_wdata,
    input wire [3:0] mem_wstrb,
    output reg [31:0] mem_rdata,
    output reg mem_ready,
    output reg [31:0] i2c_bitrate,
    output reg [7:0] i2c_data_out,
    input wire [7:0] i2c_data_in,
    output reg [7:0] i2c_ctrl
);
    localparam ADDR_I2C_BITRATE = 32'h1C;
    localparam ADDR_I2C_DATA_OUT = 32'h1D;
    localparam ADDR_I2C_DATA_IN = 32'h1E;
    localparam ADDR_I2C_CTRL = 32'h1F;
    always @(posedge clk or posedge rst) begin
        if (rst) begin
            i2c_bitrate <= 32'd0;
            i2c_data_out <= 8'd0;
            i2c_ctrl <= 8'd0;
            mem_ready <= 1'b0;
            mem_rdata <= 32'd0;
        end else begin
            mem_ready <= 1'b0;
            if (mem_valid) begin
                mem_ready <= 1'b1;
                if (|mem_wstrb) begin
                    case (mem_addr)
                        ADDR_I2C_BITRATE: begin
                            if (mem_wstrb[3]) i2c_bitrate[31:24] <= mem_wdata[31:24];
                            if (mem_wstrb[2]) i2c_bitrate[23:16] <= mem_wdata[23:16];
                            if (mem_wstrb[1]) i2c_bitrate[15:8] <= mem_wdata[15:8];
                            if (mem_wstrb[0]) i2c_bitrate[7:0] <= mem_wdata[7:0];
                        end
                        ADDR_I2C_DATA_OUT: if (mem_wstrb[0]) i2c_data_out <= mem_wdata[7:0];
                        ADDR_I2C_CTRL: if (mem_wstrb[0]) i2c_ctrl <= mem_wdata[7:0];
                    endcase
                end else begin
                    case (mem_addr)
                        ADDR_I2C_BITRATE: mem_rdata <= i2c_bitrate;
                        ADDR_I2C_DATA_OUT: mem_rdata <= {24'd0, i2c_data_out};
                        ADDR_I2C_DATA_IN: mem_rdata <= {24'd0, i2c_data_in};
                        ADDR_I2C_CTRL: mem_rdata <= {24'd0, i2c_ctrl};
                        default: mem_rdata <= 32'd0;
                    endcase
                end
            end
        end
    end
endmodule
module i2c_top(
    input wire clk,
    input wire rst,
    input wire mem_valid,
    input wire [31:0] mem_addr,
    input wire [31:0] mem_wdata,
    input wire [3:0] mem_wstrb,
    output wire [31:0] mem_rdata,
    output wire mem_ready,
    inout wire i2c_sda,
    inout wire i2c_scl
);
    wire [31:0] i2c_bitrate;
    wire [7:0] i2c_data_out;
    wire [7:0] i2c_data_in;
    wire [7:0] i2c_ctrl_wire;  
    reg [7:0] i2c_ctrl_reg;    
    wire [6:0] addr = i2c_data_out[7:1];
    wire rw = i2c_data_out[0];
    wire enable = i2c_ctrl_wire[6];
    i2c_registers u_i2c_registers (
        .clk(clk),
        .rst(rst),
        .mem_valid(mem_valid),
        .mem_addr(mem_addr),
        .mem_wdata(mem_wdata),
        .mem_wstrb(mem_wstrb),
        .mem_rdata(mem_rdata),
        .mem_ready(mem_ready),
        .i2c_bitrate(i2c_bitrate),
        .i2c_data_out(i2c_data_out),
        .i2c_data_in(i2c_data_in),
        .i2c_ctrl(i2c_ctrl_wire)
    );
    always @(posedge clk or posedge rst) begin
        if (rst) begin
            i2c_ctrl_reg <= 8'd0;
        end else begin
            i2c_ctrl_reg <= i2c_ctrl_wire;
        end
    end
    i2c_controller u_i2c_controller (
        .clk(clk),
        .rst(rst),
        .addr(addr),
        .data_in(i2c_data_out),
        .enable(enable),
        .rw(rw),
        .data_out(i2c_data_in),
        .i2c_sda(i2c_sda),
        .i2c_scl(i2c_scl)
    );
endmodule
$ cat flow/run.sh
#!/bin/bash
# OpenROAD 26Q1-2900-gdf79404cd8, Yosys 0.63+post, stock flow scripts
make -C /OpenROAD-flow-scripts/flow DESIGN_CONFIG=/design/flow/config.mk WORK_HOME=/design/flow/orfs finish
$ cat flow/constraint.sdc
current_design i2c_top

set clk_period 2.9
set clk_io_pct 0.2

create_clock -name clk0 -period $clk_period [get_ports {clk}]

set non_clock_inputs [all_inputs -no_clocks]
set_input_delay [expr $clk_period * $clk_io_pct] -clock clk0 $non_clock_inputs
set_output_delay [expr $clk_period * $clk_io_pct] -clock clk0 [all_outputs]
==> run_results.csv <==
group,metric,value,unit
synth,yosysWarnings,6,
place,placed_area,5950,sq um
floorplan,dieHeight,99.5,um
clocking,postCtsSetupBuffers,0,
synth,top_cells_by_area,"dfrtp_1, mux2_2, edfxtp_1",
synth,synth_area_leader_cell,"dfrtp_1",
synth,top_area_share,50.6,%
synth,synth_flops,105,
synth,syn_inst,367,
synth,synth_cell_types,53,
synth,synth_area_per_cell,12.9,sq um
place,port_buffers,103,
clocking,cts_buffers,9,
floorplan,die_w,99.5,um
place,place_hpwl,7180,um
synth,edf_count,8,
synth,async_flop_share,92.4,%
synth,ys.flop_type,"dfrtp_1",
clocking,cts_max_level,3,
floorplan,fp_util,51.4,%
clocking,ctsHoldBuffers,0,
place,place_congestion,0.927,
synth,ys_cells,367,
outcome,status,"stopped before the end",
floorplan,rows,35,
synth,yosys_area,4750,sq um
clocking,clock-sinks,105,
outcome,error,"[error] [KeplerFormal.cpp:679] Workflow failed: Iso has multiple drivers: .i2c_sda0, i2c_sda$_DFFE_PP1P_.Q0",
synth,postSynthSeqShare,56.2,%
clocking,post_cts_resized,0,
synth,synth_area,4750,sq um
floorplan,ios,106,
clocking,cts_buffer_depth,2,
clocking,root_buffer,"clkbuf_8",
outcome,stop_stage,"4_1_cts",
through the flow:
step           power, uW  instances  setup slack (ns)
2_1_floorplan       1640        367            0.0487
3_3_place_gp        1770        590             0.197
3_5_place_dp        1770        590             0.124
Yosys cell counts (all sizes together), types with 2 or more instances:
cell type,n
mux2,57
dfrtp,96
a221o,6
a21oi,11
mux4,8
buf,7
nor4b,3
clkbuf,13
nand4,6
nand2b,4
nor3,3
o2bb2ai,2
nor2,11
ha,4
xnor2,2
o21ai,9
a31oi,2
and3,4
edfxtp,8
nand2,37
nand3b,2
inv,7
a22o,25
nor4,12
nand3,10
kinds of logic after synthesis:
logic type | after synthesis | share of synthesized area [%]
simple gates | 100 | 12.2
compound gates | 61 | 9.62
other cells | 1 | 0.0790
fa+ha+maj | 4 | 1.05
flops | 105 | 56.2
buf+inv | 27 | 2.66
xor+xnor | 3 | 0.553
mux | 66 | 17.6
Power is estimated from default activity; no workload was simulated.
